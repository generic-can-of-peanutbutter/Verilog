==> flow/config.mk <==
export PLATFORM = sky130hd
export DESIGN_NAME = traffic_controller
export DESIGN_NICKNAME = traffic_controller
export VERILOG_FILES = /design/flow/design.v
export SDC_FILE = /design/flow/constraint.sdc
export NUM_CORES = 4
export LEC_CHECK = 1
export CORE_AREA = 10 10 70 70
export DIE_AREA = 0 0 80 80
==> flow/constraint.sdc <==
current_design traffic_controller

set clk_period 2.3
set clk_io_pct 0.2

create_clock -name clk0 -period $clk_period [get_ports {clk}]

set non_clock_inputs [all_inputs -no_clocks]
set_input_delay [expr $clk_period * $clk_io_pct] -clock clk0 $non_clock_inputs
set_output_delay [expr $clk_period * $clk_io_pct] -clock clk0 [all_outputs]
==> flow/design.v <==
`timescale 1ns / 1ps
module traffic_controller(
    input clk,
    input rst,
    input [3:0] sensor,     
    output reg [2:0] light_A,   
    output reg [2:0] light_B,   
    output reg [2:0] light_C,   
    output reg [2:0] light_D    
);
parameter GREEN_A = 4'b0000;
parameter YELLOW_A = 4'b0001;
parameter GREEN_B = 4'b0010;
parameter YELLOW_B = 4'b0011;
parameter GREEN_C = 4'b0100;
parameter YELLOW_C = 4'b0101;
parameter GREEN_D = 4'b0110;
parameter YELLOW_D = 4'b0111;
reg [3:0] current_state, next_state;
always @(posedge clk or posedge rst) begin
    if (rst)
        current_state <= GREEN_A;
    else
        current_state <= next_state;
end
always @(*) begin
    case (current_state)
        GREEN_A: begin
            if (sensor[1] || sensor[2] || sensor[3])   
                next_state = YELLOW_A;
            else
                next_state = GREEN_A;
        end
        YELLOW_A: begin
            if (sensor[1])
                next_state = GREEN_B;
            else if (sensor[2])
                next_state = GREEN_C;
            else if (sensor[3])
                next_state = GREEN_D;
            else
                next_state = GREEN_A;
        end
        GREEN_B: begin
            if (sensor[0])   
                next_state = YELLOW_B;
            else if (!sensor[1])   
                next_state = YELLOW_B;
            else
                next_state = GREEN_B;
        end
        YELLOW_B: begin
            if (sensor[0])
                next_state = GREEN_A;
            else if (sensor[2])
                next_state = GREEN_C;
            else if (sensor[3])
                next_state = GREEN_D;
            else
                next_state = GREEN_A;
        end
        GREEN_C: begin
            if (sensor[0])   
                next_state = YELLOW_C;
            else if (!sensor[2])   
                next_state = YELLOW_C;
            else
                next_state = GREEN_C;
        end
        YELLOW_C: begin
            if (sensor[0])
                next_state = GREEN_A;
            else if (sensor[1])
                next_state = GREEN_B;
            else if (sensor[3])
                next_state = GREEN_D;
            else
                next_state = GREEN_A;
        end
        GREEN_D: begin
            if (sensor[0])   
                next_state = YELLOW_D;
            else if (!sensor[3])   
                next_state = YELLOW_D;
            else
                next_state = GREEN_D;
        end
        YELLOW_D: begin
            if (sensor[0])
                next_state = GREEN_A;
            else if (sensor[1])
                next_state = GREEN_B;
            else if (sensor[2])
                next_state = GREEN_C;
            else
                next_state = GREEN_A;
        end
        default: next_state = GREEN_A;
    endcase
end
always @(*) begin
    light_A = 3'b100;   
    light_B = 3'b100;   
    light_C = 3'b100;   
    light_D = 3'b100;   
    case (current_state)
        GREEN_A: light_A = 3'b001;     
        YELLOW_A: light_A = 3'b010;    
        GREEN_B: light_B = 3'b001;     
        YELLOW_B: light_B = 3'b010;    
        GREEN_C: light_C = 3'b001;     
        YELLOW_C: light_C = 3'b010;    
        GREEN_D: light_D = 3'b001;     
        YELLOW_D: light_D = 3'b010;    
    endcase
end
endmodule
==> flow/run.sh <==
#!/bin/bash
# OpenROAD 26Q1-2900-gdf79404cd8, Yosys 0.63+post, stock flow scripts
make -C /OpenROAD-flow-scripts/flow DESIGN_CONFIG=/design/flow/config.mk WORK_HOME=/design/flow/orfs finish
==> results.txt <==
Implementation summary

Per the TritonCTS log, the buffer count is 3. Timing would allow up to 0.474 GHz. Global routing finished with a remaining overflow of 0. The core region is 3420 sq um. Looking at the clock tree report, the root buffer type is clkbuf_4. The number of optimization iterations in the first detailed-route pass is 3. The max-capacitance violation count is 0. The synthesis warning total is 1.

The power report attributes to the clock group a share of 16.5%. The final period demand of the worst path is 2.11 ns. The vias per cell is 3.35. current_state holds more flip-flops than any other register.

The worst setup path is captured at a primary output. Looking at the setup timing report, the critical path kind is flip-flop to primary output. STA classifies the critical path startpoint as a flip-flop. The data arrival time reported for the critical path is 1.65 ns.

The synthesis area per yosys is 298 sq um. Looking at area per cell type in the netlist, the leader is dfrtp_1. The switching power is 0.200 mW. The number of top-level pins is 18. The clock drives 3 sinks. The synthesized netlist contains 22 unique library cells. In this run, synthesis produced a sequential element count of 3. The analysis attributes to cell leakage a power of 0.206 nW. Measured against its own limit, the worst slew margin works out to 77.1%. Per the OpenROAD floorplan log, the width of the die is 80 microns. The clock tree skew after final layout is 0.000699 ns. Setup repair after global routing left no endpoint under its margin. The design draws 0.564 mW. The congestion estimate from routability-driven global placement came to 0.756. The final antenna diode tally reported by the flow is 0. The power per standard cell area is 1060 nW/um^2. Along the worst path, the maximum fanout reaches 11. In the power breakdown, the internal column shows 0.365 mW. The final setup violation count is 0.

The count of nets left with antenna violations once routing finished came out at 0. Buffers placed on the I/O ports in this run total 17. The share of post-route cells with drive strength above 1 is 10.2%. The overall die size recorded for this design is 6400 sq um. The routed layout reports a DRC error count of 0. Between the synthesized netlist and the finished layout, the area growth was recorded as 78.2%. The average wire length per cell after detail routing is 9.29 microns. The post-synthesis instance area is 298 sq um. A synthesized cell averages 7.26 sq um. The most common cell after layout, fill and taps aside is clkdlybuf4s50_1.

The total number of warnings across the stage logs is 25. After synthesis, the design contains 41 cells according to Yosys. The required time at the worst-slack endpoint is 1.84 ns. The total of fill cells in the finished design is 390. Summing all multiplexer cells gives an area fraction of 12.2%. The number of cells after detailed placement is 101. In this run, the synthesized area fraction spent on xor and xnor cells is recorded as 0%. In the placement report, post-DP HPWL is listed as 796 microns. Note that the worst hold path type here is primary input to asynchronous set/reset pin. The top cell type by area accounts for 25.2% of the synthesized area.

The number of setup buffers added after CTS is 0. Of the synthesized area, sequential elements account for 25.2%. The count of H-tree levels built during CTS is 1.

The number of flip-flops in the largest register is 3. Setup total negative slack on the finished layout was measured at 0 ns. The largest registers in the layout are current_state: 3 flops.

The combinational share of power is 57.7%. The switching portion of total power is 35.4%. The top logic cell family in the synthesized netlist is simple AND/OR/NAND/NOR gates.

The number of hold-repair buffers added at the cts stage is 0. The fraction of the mapped netlist area in compound gates is 20.2%. The number of antenna violations at the first check in global routing is 0. The insertion delay to the later sink of the worst-skew pair is 0.23 ns. TritonCTS built the clock tree. The height of the die is 80 microns. In this run the VDD rail shows a maximum IR drop of 155 uV. Hold-check failures listed in the final report amount to 0.

The actual slew at the worst max-slew pin is 0.343 ns. The global-route wire length before repair is 1610 microns. The overall fraction of global-route tracks in use is 3.03%. The sequential fraction of design power is 25.8%. The number of pins exceeding their max-slew limit in the final report is 0. The flow ran to the end, and the final reports show no timing, DRC or antenna violations. The registers of the reported paths see a clock transition of 0.04 ns. By area the synthesized netlist is led by dfrtp_1, nor2_1, nor3_1. The maximum number of pins on one net before global-route repair is 12.

The via count of the first global-routing pass came to 371. Summing the areas of all fa, ha and maj instances in the mapped netlist gives 0% of the synthesized area. After detailed routing, the total wire length is 975 microns. The count of cells resized by post-cts repair is 0.

The most common logic cells in the final layout are clkdlybuf4s50_1, nor2_1, inv_1. The clock passes through at most 2 buffers. In the synthesized netlist, the number of instances is 41. The total vias in the final route is 352.

The fraction of the core area occupied by cells at floorplan is 8.72%. Across all register-to-register paths, the minimum setup slack is 1.00 ns. The standard-cell row count is 21. Once iteration 0 of detailed routing completed, the report listed 79 DRC markers. Summing the areas of all and, or, nand and nor instances in the mapped netlist gives 30.3% of the synthesized area. The final clock period utilization by the worst path is 91.8%. The number of cells in the finished layout apart from fillers is 105.
## worst paths after layout
kind	from	endpoint	cells after the start
hold reg to reg	current_state[2]	current_state[0]	1
setup reg to reg	current_state[1]	current_state[2]	3
hold / removal	rst	current_state[1]	2
min in group clk0	current_state[2]	current_state[0]	1
max in group asynchronous	rst	current_state[0]	2
setup / recovery	current_state[1]	light_A[1]	3
## power by group through the flow
stage | registers [mW] | logic, mW | clock network (mW)
5_1_grt | 0.157 | 0.366 | 0.105
4_1_cts | 0.145 | 0.333 | 0.0978
6_report | 0.146 | 0.326 | 0.0930
## layer usage
layer / routed length, microns / vias to the layer above / GRT usage [%]
met5: 0 / - / 0
met4: 27 / 0 / 1.41
met3: 212 / 2 / 2.61
met2: 342 / 20 / 4.09
met1: 393 / 154 / 3.26
li1: - / 176 / -
## stage by stage
stage | worst slack (ns) | hold WS [ns] | utilization, % | area [sq um]
floorplan | 1.01 | 0.214 | - | 298
global placement | 0.462 | 0.646 | 14.8 | 504
detailed placement | 0.439 | 0.654 | 14.8 | 504
CTS | 0.185 | 0.402 | 15.5 | 531
global route | 0.0777 | 0.407 | 15.5 | 531
finish | 0.188 | 0.402 | 15.5 | 531
## final cells by class
class | instances | area, sq um | share of cell area, %
Sequential cell | 3 | 75.1 | 14.2
Timing Repair Buffer | 17 | 170 | 32.1
Inverter | 4 | 15.0 | 2.83
Multi-Input combinational cell | 31 | 186 | 35.1
Clock buffer | 4 | 26.3 | 4.95
Tap cell | 46 | 57.6 | 10.8
## kinds of logic (layout without fill, tap and decap cells)
group,after synthesis,after routing
buffers and inverters,7,25
AND/OR/NAND/NOR,19,19
multiplexers,3,3
flip-flops,3,3
AND-OR/OR-AND,9,9
## synthesized netlist by cell type
cell type	number
nor2_1	8
inv_1	4
dfrtp_1	3
nand2_1	3
nor3_1	3
a31oi_1	2
buf_2	2
o21ai_0	2
a211o_1	1
a211oi_1	1
a21oi_1	1
buf_6	1
mux2_2	1
mux2_4	1
mux2i_1	1
nand3b_1	1
nor2b_1	1
nor4_1	1
o21a_1	1
o32ai_1	1
or2_2	1
or2b_1	1
## critical path, cell delays in order (launching register included)
cell and delay (ns):
dfrtp_1 0.49, or2_2 0.35, nor2_1 0.10, clkdlybuf4s50_1 0.47
Power and IR drop assume default switching activity.
