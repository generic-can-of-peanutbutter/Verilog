--- /design/flow/run.sh ---
#!/bin/bash
# OpenROAD 26Q1-2900-gdf79404cd8, Yosys 0.63+post, stock flow scripts
make -C /OpenROAD-flow-scripts/flow DESIGN_CONFIG=/design/flow/config.mk WORK_HOME=/design/flow/orfs finish
--- /design/flow/config.mk ---
export PLATFORM = sky130hd
export DESIGN_NAME = ALU
export DESIGN_NICKNAME = ALU
export VERILOG_FILES = /design/flow/design.v
export SDC_FILE = /design/flow/constraint.sdc
export NUM_CORES = 4
export LEC_CHECK = 1
export CORE_UTILIZATION = 50
--- /design/flow/constraint.sdc ---
current_design ALU

set clk_period 15.9
set clk_io_pct 0.2

create_clock -name clk0 -period $clk_period

set non_clock_inputs [all_inputs -no_clocks]
set_input_delay [expr $clk_period * $clk_io_pct] -clock clk0 $non_clock_inputs
set_output_delay [expr $clk_period * $clk_io_pct] -clock clk0 [all_outputs]
--- /design/flow/design.v ---
`timescale 1ns / 1ps
module ALU(
    input [7:0]a,
    input [7:0] b,
    input [2:0] s,
    output [7:0] y
    );
    reg [7:0]y;
    initial begin
   y=7'b00000000;
    end
    always@(s) begin
    case({s[2],s[1],s[0]})
    3'b000:y=a+b;
    3'b001:y=a-b;
    3'b010:y=a*b;
    3'b011:y=a/b;
    3'b100:y=a>>1;
    3'b101:y=a<<1;
    3'b110:y={a[1],a[7:1]};
    3'b111:y={a[6:0],a[7]};    
endcase
end
endmodule
==> impl_metrics.toml <==
# yosys + openroad results
[placement]
place_ws_ns = -1.155
dp_hpwl_um = 7280
dp_cells = 590
io_buffers = 27
dpl_cell_area_um2 = 4069
globalplace.congestion = 0.9998

[synth]
synth-simple-area-share_pct = 20.03
aoi_share_pct = 22.58
synth_area_um2 = 3148
yosys_area_um2 = 3148
top_cells_by_count = "64 x ha_1, 44 x inv_1, 42 x nor2_1"
syn_inst = 427
syn_avg_cell_area_um2 = 7.372
post_synth_mux_area_share_pct = 5.246
synth.logic.top_family = "adder cells"
synth_top_cell_by_area = "ha_1"
top_cell_area_share_pct = 25.44
area_leaders = "ha_1 25%, xnor2_1 8.9%, fa_1 8.3%"
postSynthSeqShare_pct = 0
yosysCellCount = 427
yosysUniqueCellTypes = 58
adder_share_pct = 33.70
most_common_cell = "ha_1"
yosysWarnings = 1
xor_area_share_pct = 10.85

[route]
route.detailed.drc = 0
routed_wl_um = 9953
ant_nets = 0
diodes = 0
drtIter0Drc = 139
drt-pass1-iter-count = 4
vias_per_cell = 5.568
wl_per_cell_um = 16.05
route.vias.total = 3452

[floorplanning]
io_pins = 27
die_h_um = 81.35
die-area_um2 = 6617
die_x_um = 81.35
fp_util_pct = 52.55
core_area_um2 = 5991
row_count = 28

[sta]
layout_setup_ws_ns = 0.09982
finalMaxSlewViolations = 0
fin_crit_ns = 15.80
fin_crit_sh_pct = 99.37
rsz0062_at_grt = "true"
fmax_ghz = 0.06329
setup_viol_count_final = 0
tightest_slew_ns = 0.5832
slew_headroom_pct = 61.00
hold_viol_final = 0

[layout]
layout-drive-gt1-share_pct = 32.48
area.growth.synth_to_final_pct = 46.74
area.sequential_um2 = 0
final_area_um2 = 4619
flop-count = 0
stdcell_count = 620
nClkBuffers = 0

[critical_path]
path_class = "in -> out"
cp_num_buf_inv = 5
end_kind = "output pin"
start_kind = "input pin"
cp_max_fo = 8
arrival_ns = 12.62
cpMostUsedCell = "ha_4"
crit_path_top_delay_cell = "or4_4"
path_depth = 49
critPathMaxStageDelay_ns = 0.55
crit_family = "AND-OR/OR-AND gates"
cp_data_required_time_ns = 12.72

[global_routing]
gr-usage-met3_pct = 3.991
grt_overflow_total = 0
grt_use_met1_pct = 45.30
met2_usage_pct = 50.50
grt_max_degree = 24
grt_pass1_vias = 3058
grt.busiest_layer = "met2"
grt_first_pass_wirelength_um = 15150
track_usage_pct = 30.79
antenna_found_initial = 0

[cts]
cts-hold-fix-buffers = 0

[power_and_ir_drop]
power_leakage_uw = 0.002205
powerDensity_nw_per_um2 = 49.71
vdd_drop_max_mv = 0.03591

[outcome]
outcome = "completed"

[worst_hold_path]
hold_depth = 7
worstHoldPathType = "in -> out"

[job]
cap_violations = 0
warnings = 40
==> what timing repair did <==
action / 4_1_cts / 5_1_grt
pin swaps: 35 / 32
buffers inserted: 20 / 10
gates resized: 60 / 27
endpoints found under the setup margin: 2 / 2
==> cell usage in the layout, fill, tap and decap left out, types with 3 or more instances in the layout <==
cell and n:
buf_4 103, ha_1 55, inv_1 42, nor2_1 40, xnor2_1 32, nand2_1 28, a21oi_1 23, clkdlybuf4s50_1 19
o21ai_0 13, fa_1 13, nor3_1 12, o21a_1 11, a21o_1 10, and2_1 9, ha_4 9, mux2i_1 7
xor2_1 7, o21ai_2 6, nand2b_1 6, nand3_1 5, buf_6 5, o211ai_1 4, mux2_4 4, nor2b_1 4
nor3_2 3
==> metrics by stage <==
step / utilization (%) / power [uW] / hold slack (ns) / TNS, ns
floorplan: - / 131.6 / 6.486 / 0
detailed placement: 67.92 / 197.2 / 7.636 / -1.442
CTS: 74.16 / 216.6 / 7.203 / -0.03768
finish: 77.11 / 229.6 / 7.182 / 0
global route: 77.11 / 253.8 / 7.250 / -0.3314
global placement: 67.92 / 195.9 / 7.638 / -1.162
==> final timing paths <==
kind	startpoint	endpoint	slack, ns
worst max-delay path	b[0]	y[0]	0.1
worst min-delay path	b[0]	y[0]	7.18
==> cell type report <==
cell class                 count  area (um^2)
multi-input combinational    366         3274
inverter                      44        168.9
timing repair buffer         135         1082
tap                           75        93.84
fill                         427         1371
==> layer usage <==
layer	vias up	share of wire (%)
li1	1742	-
met1	1601	48
met2	91	44
met3	18	6.2
met4	0	1.8
met5	-	0
==> logic make-up (layout without fill, tap and decap cells) <==
logic type / Yosys count / in the layout
and+or+nand+nor: 131 / 131
xor gates and xnor gates: 39 / 39
AOI/OAI and AO/OA: 104 / 104
adders and majority gates: 77 / 77
muxes: 15 / 15
buffers and inverters: 61 / 179
==> power breakdown <==
part,switching (uW),total (uW),internal (uW)
combinational,111,230,119
sequential,0,0,0
clock,0,0,0
total,111,230,119
==> tightest hold or removal path: cells and delay by family <==
family | cells | cell delay, ns
AND-OR/OR-AND | 2 | 0.27
adder cells (fa/ha/maj) | 1 | 0.15
buffers and inverters | 3 | 0.35
AND/OR/NAND/NOR | 1 | 0.05
No activity file was given, so power comes from the tool's default toggle rates.
